===== flow/run.sh =====
#!/bin/bash
# OpenROAD 26Q1-2900-gdf79404cd8, Yosys 0.63+post, stock flow scripts
make -C /OpenROAD-flow-scripts/flow DESIGN_CONFIG=/design/flow/config.mk WORK_HOME=/design/flow/orfs finish

===== flow/design.v =====
module counter200(out, rollover, clk, reset);
	output [9:0] out;
	output rollover;
	input clk, reset;
	reg [9:0] out;
	reg rollover;
	wire clk, reset;
	always @(posedge clk or posedge reset) begin
		if (reset) begin
			out <= 0;
			rollover <= 0;
		end else if (out >= 199) begin
			out <= 0;
			rollover <= 1;
		end else begin
			out <= out + 1;
		end
	end
endmodule

===== flow/config.mk =====
export PLATFORM = sky130hd
export DESIGN_NAME = counter200
export DESIGN_NICKNAME = counter200
export VERILOG_FILES = /design/flow/design.v
export SDC_FILE = /design/flow/constraint.sdc
export NUM_CORES = 4
export LEC_CHECK = 1
export CORE_AREA = 10 10 70 70
export DIE_AREA = 0 0 80 80

===== flow/constraint.sdc =====
current_design counter200

set clk_period 2.7
set clk_io_pct 0.2

create_clock -name clk0 -period $clk_period [get_ports {clk}]

set non_clock_inputs [all_inputs -no_clocks]
set_input_delay [expr $clk_period * $clk_io_pct] -clock clk0 $non_clock_inputs
set_output_delay [expr $clk_period * $clk_io_pct] -clock clk0 [all_outputs]

==> flow_results.xml <==
<?xml version="1.0" encoding="UTF-8"?>
<metrics>
  <group name="die">
    <metric name="die_width" unit="um">80</metric>
    <metric name="coreArea" unit="mm^2">0.00342</metric>
    <metric name="floorplan.die_area" unit="mm^2">0.00640</metric>
    <metric name="die_h" unit="um">80</metric>
    <metric name="core.rowCount" unit="">21</metric>
    <metric name="ios" unit="">13</metric>
    <metric name="starting_density" unit="%">14.0</metric>
  </group>
  <group name="run">
    <metric name="maxCapViolations" unit="">0</metric>
    <metric name="openroad.warnings" unit="">25</metric>
  </group>
  <group name="setup_path">
    <metric name="critPathBufInv" unit="">1</metric>
    <metric name="crit_path_max_fanout" unit="">6</metric>
    <metric name="reg2regPathDepth" unit="">4</metric>
    <metric name="crit_path_end_kind" unit="">primary output</metric>
    <metric name="critical_path_required" unit="ps">2160</metric>
    <metric name="worst-path-stages" unit="">1</metric>
    <metric name="library_cell_contributing_the_largest_single_delay_on_the_critical_path" unit="">sky130_fd_sc_hd__clkdlybuf4s50_1</metric>
    <metric name="critPathLaunchType" unit="">flip-flop</metric>
    <metric name="regToRegEndpoint" unit="">rollover</metric>
    <metric name="critical_path.endpoint" unit="">out[2]</metric>
    <metric name="rrSetupSlack" unit="ps">980</metric>
    <metric name="timing.critical_path.arrival" unit="ps">1240</metric>
    <metric name="path_delay_family" unit="">buffers and inverters</metric>
    <metric name="critical_path_class" unit="">reg -&gt; out</metric>
    <metric name="timing.critical_path.from" unit="">out[2]</metric>
    <metric name="max_stage_delay" unit="ps">520</metric>
    <metric name="r2r-start" unit="">out[0]</metric>
    <metric name="path_cells" unit="">clkdlybuf4s50_1</metric>
  </group>
  <group name="clock_tree">
    <metric name="clk_path_buf_depth" unit="">2</metric>
    <metric name="cts_tree" unit="">built</metric>
    <metric name="cell_resize_tally_after_clock_tree_synthesis" unit="">0</metric>
    <metric name="cts_num_sinks" unit="">11</metric>
    <metric name="cts_post_setup_buffers_inserted" unit="">0</metric>
    <metric name="htree_num_levels" unit="">1</metric>
    <metric name="cts.hold.buffers_added" unit="">0</metric>
    <metric name="numCtsBuffers" unit="">3</metric>
    <metric name="clk_transition_reported_paths" unit="ps">70</metric>
    <metric name="cts_root_buf" unit="">sky130_fd_sc_hd__clkbuf_4</metric>
    <metric name="worst_skew_pair.late_latency" unit="ps">260</metric>
  </group>
  <group name="timing">
    <metric name="timing.clock.skew" unit="ps">8.20</metric>
    <metric name="final.hold.worst_slack" unit="ps">482</metric>
    <metric name="layout_worst_path_cycle_share" unit="%">65.9</metric>
    <metric name="grt_setup_unrepaired" unit="">no</metric>
    <metric name="max_freq" unit="MHz">562</metric>
    <metric name="timing.final.hold_violations" unit="">0</metric>
    <metric name="final-max-slew-violation-count" unit="">0</metric>
    <metric name="setup_total_negative_slack" unit="ps">0</metric>
    <metric name="finish_stage_setup_viols" unit="">0</metric>
    <metric name="final_critical_path_setup_slack" unit="ps">921</metric>
    <metric name="fin_crit" unit="ps">1780</metric>
  </group>
  <group name="layout">
    <metric name="layout.area.comb" unit="um^2">191</metric>
    <metric name="final_util" unit="%">20.1</metric>
    <metric name="mostFrequentLayoutCell" unit="">sky130_fd_sc_hd__clkdlybuf4s50_1</metric>
    <metric name="area_growth_syn_to_layout" unit="%">43.5</metric>
    <metric name="final_layout_top_logic_cells" unit="">sky130_fd_sc_hd__clkdlybuf4s50_1 (12), sky130_fd_sc_hd__dfrtp_1 (11), sky130_fd_sc_hd__nor2_1 (5)</metric>
    <metric name="final_cell_area" unit="um^2">686</metric>
    <metric name="sequential_cell_area" unit="um^2">275</metric>
    <metric name="final_layout_size_suffix_gt1_share" unit="%">9.84</metric>
    <metric name="layoutNonFillerInstCount" unit="">107</metric>
    <metric name="fillers" unit="">388</metric>
  </group>
  <group name="synth">
    <metric name="synth_xor_xnor_area_share" unit="%">5.50</metric>
    <metric name="synth.cellmix.compoundShare" unit="%">13.1</metric>
    <metric name="ys_sh_adder" unit="%">2.62</metric>
    <metric name="synth_area_per_cell" unit="um^2">10.9</metric>
    <metric name="yosys.stat.chipArea" unit="um^2">478</metric>
    <metric name="mappedNetlistArea" unit="um^2">478</metric>
    <metric name="ys_cells" unit="">44</metric>
    <metric name="ys_sh_mux" unit="%">0</metric>
    <metric name="synth.ff_latch_count" unit="">11</metric>
    <metric name="synthTopLogicFamily" unit="">simple AND/OR/NAND/NOR gates</metric>
    <metric name="post_synth_and_or_nand_nor_area_fraction" unit="%">17.3</metric>
    <metric name="count_of_unique_library_cells_instantiated_by_yosys" unit="">20</metric>
    <metric name="yosys_warnings" unit="">1</metric>
    <metric name="netlist_instances" unit="">44</metric>
    <metric name="yosysSeqAreaShare" unit="%">57.6</metric>
  </group>
  <group name="pwr">
    <metric name="p_comb_share" unit="%">5.2</metric>
    <metric name="power.ir.vdd_worst" unit="uV">208</metric>
    <metric name="switchingPower" unit="uW">58.8</metric>
    <metric name="report.power.total" unit="uW">291</metric>
    <metric name="power.share.sequential" unit="%">58.3</metric>
    <metric name="p_leak" unit="nW">0.260</metric>
    <metric name="power.internal" unit="uW">233</metric>
    <metric name="power.switching_fraction" unit="%">20.2</metric>
    <metric name="clkPwrFrac" unit="%">36.5</metric>
    <metric name="power_density" unit="mW/mm^2">425</metric>
  </group>
  <group name="outcome">
    <metric name="outcome" unit="">complete, no violations</metric>
  </group>
  <group name="detailed_routing">
    <metric name="drt_drc_violations_left" unit="">0</metric>
    <metric name="drt-wirelength-per-cell" unit="um">9.30</metric>
    <metric name="vias" unit="">366</metric>
    <metric name="drtAntennaViolNets" unit="">0</metric>
    <metric name="route.antenna.diode_count" unit="">0</metric>
    <metric name="drt_pre_antenna_iters" unit="">4</metric>
    <metric name="drt-initial-drc-count" unit="">6</metric>
    <metric name="drt_wl_total" unit="um">995</metric>
    <metric name="avgViaCountPerCell" unit="">3.42</metric>
  </group>
  <group name="global_route">
    <metric name="grt_pass1_vias" unit="">359</metric>
    <metric name="first_pass_grt_wire_length" unit="mm">1.64</metric>
    <metric name="congestion_overflow_gr" unit="">0</metric>
    <metric name="grt_antenna_before_repair" unit="">0</metric>
    <metric name="grt_max_degree" unit="">12</metric>
    <metric name="global_route.usage.total" unit="%">3.29</metric>
  </group>
  <group name="hold_path">
    <metric name="hold_path_class" unit="">reg -&gt; reg</metric>
  </group>
  <group name="placed_design">
    <metric name="numPortBuffers" unit="">12</metric>
    <metric name="place.gp.congestion" unit="">0.804</metric>
    <metric name="placed_cells_incl_taps" unit="">103</metric>
    <metric name="detailed_place.area" unit="um^2">659</metric>
    <metric name="dp_slack" unit="ps">983</metric>
    <metric name="dp.final_hpwl" unit="um">823</metric>
  </group>
</metrics>
==> registers in the layout (all words and copies together) (netlist names) <==
name and count:
out 10, rollover 1
==> power groups by stage <==
stage | clock network (mW) | registers (mW) | logic [mW]
5_1_grt | 0.122 | 0.171 | 0.0175
6_report | 0.106 | 0.170 | 0.0151
4_1_cts | 0.111 | 0.170 | 0.0159
==> logic make-up (layout without fill, tap and decap cells) <==
group / Yosys count / in the layout
DFF: 11 / 11
and+or+nand+nor: 16 / 16
other: 1 / 2
buffers and inverters: 4 / 20
AOI/OAI and AO/OA: 8 / 8
xor gates and xnor gates: 3 / 3
adders and majority gates: 1 / 1
==> synth_stat cells <==
master                      instances  area share [%]
sky130_fd_sc_hd__a2111oi_2          1             3.1
sky130_fd_sc_hd__a21boi_1           2             3.1
sky130_fd_sc_hd__a21oi_1            1             1.0
sky130_fd_sc_hd__and3_1             1             1.3
sky130_fd_sc_hd__conb_1             1            0.78
sky130_fd_sc_hd__dfrtp_1           11              58
sky130_fd_sc_hd__ha_1               1             2.6
sky130_fd_sc_hd__inv_1              4             3.1
sky130_fd_sc_hd__nand2_1            3             2.4
sky130_fd_sc_hd__nand3_1            2             2.1
sky130_fd_sc_hd__nand3_2            1             2.1
sky130_fd_sc_hd__nor2_1             5             3.9
sky130_fd_sc_hd__o21ai_0            2             2.1
sky130_fd_sc_hd__o21ai_2            1             1.8
sky130_fd_sc_hd__o221ai_1           1             1.8
sky130_fd_sc_hd__or2_1              1             1.3
sky130_fd_sc_hd__or3_1              2             2.6
sky130_fd_sc_hd__or4_1              1             1.6
sky130_fd_sc_hd__xnor2_1            2             3.7
sky130_fd_sc_hd__xor2_1             1             1.8
==> routing by layer <==
layer	track usage [%]	wire (um)	part of all wire, %
met5	0	0	0
met4	0.176	7	0.70
met3	2.84	126	13
met2	4.90	444	45
met1	3.66	417	42
==> final cells by class <==
cell class	count	share of cell area, %
clock buffers	4	3.83
well taps	46	8.39
multi-input cells	30	27.9
inverters	4	2.19
flip-flops and latches	11	40.1
repair buffers	12	17.5
==> worst min path at each step <==
stage | startpoint | endpoint | slack, ps | cells past startpoint
CTS | rollover | rollover | 490 | 1
global route | rollover | rollover | 510 | 1
finish | rollover | rollover | 480 | 1
Power figures rest on the tool's default switching activity, not on a simulated workload.
